**/design/flow/design.v**
```verilog
module PE_FP16 (
    input clk,
    input rst,
    input signed [15:0] a_in,
    input signed [15:0] b_in,
    input signed [31:0] sum_in,
    output reg signed [31:0] sum_out,
    output reg signed [15:0] a_out,
    output reg signed [15:0] b_out
);
    wire signed [31:0] mul;
    assign mul = a_in * b_in;
    always @(posedge clk or posedge rst) begin
        if (rst) begin
            sum_out <= 0;
            a_out   <= 0;
            b_out   <= 0;
        end else begin
            sum_out <= sum_in + mul;
            a_out   <= a_in;
            b_out   <= b_in;
        end
    end
endmodule
```
**/design/flow/run.sh**
```bash
#!/bin/bash
# OpenROAD 26Q1-2900-gdf79404cd8, Yosys 0.63+post, stock flow scripts
make -C /OpenROAD-flow-scripts/flow DESIGN_CONFIG=/design/flow/config.mk WORK_HOME=/design/flow/orfs finish
```
**/design/flow/config.mk**
```make
export PLATFORM = sky130hd
export DESIGN_NAME = PE_FP16
export DESIGN_NICKNAME = PE_FP16
export VERILOG_FILES = /design/flow/design.v
export SDC_FILE = /design/flow/constraint.sdc
export NUM_CORES = 4
export LEC_CHECK = 1
export CORE_UTILIZATION = 50
```
**/design/flow/constraint.sdc**
```tcl
current_design PE_FP16

set clk_period 1.0
set clk_io_pct 0.2

create_clock -name clk0 -period $clk_period [get_ports {clk}]

set non_clock_inputs [all_inputs -no_clocks]
set_input_delay [expr $clk_period * $clk_io_pct] -clock clk0 $non_clock_inputs
set_output_delay [expr $clk_period * $clk_io_pct] -clock clk0 [all_outputs]
```
==> run notes <==
flow finished, numbers: pin count of the biggest net entering global routing 45, CTS Buffer Depth 2, Starting Density 0.512, clk sink count 64, TritonCTS Buffers 9, CP dominant cell by count fa_1, worst hold path class input pin to flop, CTS tree built, critical path required time 1230 ps, Post-synth EDFFs 0, Final Hold Viols 0, post-synth top area share 0.467, asr flop ratio synth 1.00, outcome finished, violations left, critical path class input pin to flop, worst hold margin around 90 ps, fmax 0.185 GHz, Core Area 0.0245 mm², Post-synth seq share 0.128, Vias 9596, endpoints failing setup around 84, drt via density 4.88, WL per Instance 17.1 µm, global-route wire length before repair 55200 µm, Synthesized registers around 64, synthesis warning total 1, synthesis area per yosys about 0.013 mm², crit share post-route 5.41, Post-Syn Area per Cell 9.93 µm², # DRC 0, worst-path maximum fanout 6, synthesized instance count 1261, total iterations of the first detailed-routing run 5, Critical Path Max Stage Delay 540 ps, Ports 130, initial antenna violation count 0, top cells by area fa_1 (47%), dfrtp_1 (13%), inv_1 (10%), Area Growth Syn to Fin 43.3%, num rows between 50 and 60, slowest library cell on the worst path fa_1, Mapped Area 0.0125 mm², chip area ~0.026 mm², layout cells sized above 1 0.380, Setup crit start kind input pin, Fillers 1650, Final Max-Slew Violation Tally 0, htree depth 3, GPL Wtd Cong 0.956, drt initial violations 384, total congestion overflow 0, count leader, synth inv_1, port buffer count ~130, Yosys top cell by area fa_1, Ant. Diodes 0, critical path, cell by cell buf_12 > buf_8 > buf_6 > and2_4 > fa_1 > inv_2 > fa_1 > inv_2 > fa_1 > fa_1 > fa_1 > inv_2 > fa_1 > inv_2 > ha_4 > or3_4 > or3_4 > o2111a_2 > o31ai_4 > mux2i_1 > nand2_1, predominant post-synthesis flop cell dfrtp_1, # Cells Yosys 1261, Tot GR Track Use 0.306, Die Y around 160 µm, Distinct cells, synth 50, Worst setup EP type flop, max-cap violations 0, Tmin final 5410 ps, Finished Core Util 0.734, worst-margin pin slew 392 ps, vias in the first global route between 10000 and 15000, Antenna Nets Post-Route 0, root buffer cell clkbuf_16, CTS clk-pin slew, worst paths 60 ps, DPL Wire Length 25900 µm, top cells by count inv_1 (345), fa_1 (292), nand2_1 (133), tally of OpenROAD warnings 28, WL final 33600 µm, RSZ-0062 raised after global routing true, worst rel slew slack 0.737, fin worst setup slack -4410 ps, die x size 160 µm, CP arrival 5640 ps, failing checks setup timing
## path summary, 6_finish.rpt
check                      startpoint           to  slack [ps]  cells after the start
setup / recovery              b_in[6]  sum_out[22]       -4410                     21
hold / removal                a_in[7]     a_out[7]          90                      2
max in group asynchronous         rst  sum_out[31]         460                      3
min in group asynchronous         rst  sum_out[11]         240                      3
## layer usage
| metal | global-route usage | routed length, µm | vias up |
|---|---|---|---|
| li1 | - | - | 4424 |
| met1 | 0.437 | 12800 | 4831 |
| met2 | 0.496 | 17100 | 295 |
| met3 | 0.0921 | 2690 | 44 |
| met4 | 0.0589 | 915 | 2 |
| met5 | 0.0152 | 49 | - |
## area by class of cell
cell class,count,area [µm²],share of cell area
clock buffers,9,225,0.0126
flip-flops and latches,64,1600,0.0892
repair buffers,399,3660,0.204
multi-input cells,819,10600,0.593
well taps,324,405,0.0226
clock inverters,7,103,0.00572
inverters,345,1300,0.0727
## stage by stage
step | instances | TNS, ps | cell area (µm²) | setup WS (ps)
after floorplan | 1261 | -102680 | 13200 | -4530
final | 1967 | -107280 | 17900 | -4410
after global routing | 1967 | -112870 | 17900 | -4600
after detailed placement | 1863 | -133950 | 16100 | -5320
after global placement | 1863 | -133240 | 16100 | -5250
after CTS | 1945 | -108510 | 17400 | -4650
## layout by cell type (no fill, tap or decap), drive strengths merged, types with 4 or more instances in the layout
cell / instances
a21o: 5
a21oi: 19
and2: 121
buf: 355
clkbuf: 16
clkdlybuf4s50: 30
dfrtp: 64
fa: 292
ha: 98
inv: 346
nand2: 133
nand2b: 7
nor2: 31
nor3: 7
o21a: 6
o21ai: 17
o21bai: 4
o31ai: 5
or3: 4
xnor2: 29
xor2: 7
## cells by family after synthesis
family / synth area share
multiplexers: 0.000799
AND/OR/NAND/NOR: 0.125
buffers and inverters: 0.113
AND-OR/OR-AND: 0.0435
adder cells (fa/ha/maj): 0.565
XOR/XNOR: 0.0252
flip-flops: 0.128
## state kept, by name, indices dropped and copies added (netlist names)
name,cells
b_out,16
a_out,16
sum_out,32
## worst max-delay path: cells and delay by family
family / cells / cell delay (ps)
buf+inv: 7 / 510
mux: 1 / 210
compound gates: 2 / 630
fa+ha+maj: 7 / 3250
simple gates: 4 / 850
## repair_timing
action,4_1_cts,5_1_grt
cloned,6,2
hold buffers,0,1
setup endpoints to repair,96,95
endpoints found under the hold margin,0,1
setup buffers,67,30
pin swaps,132,124
resized,495,150
