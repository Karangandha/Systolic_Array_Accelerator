===== ./design.v =====
module MatMul_Tiled_FP16 (
    input clk,
    input rst,
    output reg [31:0] cycle_count
);
    parameter N = 16;
    parameter TILE = 4;
    reg signed [15:0] A [0:N-1][0:N-1];
    reg signed [15:0] B [0:N-1][0:N-1];
    reg signed [31:0] C [0:N-1][0:N-1];
    integer i, j, k, tr, tc;
    always @(posedge clk or posedge rst) begin
        if (rst)
            cycle_count <= 0;
        else
            cycle_count <= cycle_count + 1;
    end
    always @(posedge clk or posedge rst) begin
        if (rst) begin
            for (i = 0; i < N; i = i + 1)
                for (j = 0; j < N; j = j + 1)
                    C[i][j] <= 0;
        end else begin
            for (tr = 0; tr < N; tr = tr + TILE)
                for (tc = 0; tc < N; tc = tc + TILE)
                    for (k = 0; k < N; k = k + 1)
                        for (i = 0; i < TILE; i = i + 1)
                            for (j = 0; j < TILE; j = j + 1)
                                C[tr+i][tc+j] <= C[tr+i][tc+j]
                                    + A[tr+i][k] * B[k][tc+j];
        end
    end
endmodule

===== ./run.sh =====
#!/bin/bash
# OpenROAD 26Q1-2900-gdf79404cd8, Yosys 0.63+post, stock flow scripts
make -C /OpenROAD-flow-scripts/flow DESIGN_CONFIG=/design/flow/config.mk WORK_HOME=/design/flow/orfs finish

===== ./config.mk =====
export PLATFORM = sky130hd
export DESIGN_NAME = MatMul_Tiled_FP16
export DESIGN_NICKNAME = MatMul_Tiled_FP16
export VERILOG_FILES = /design/flow/design.v
export SDC_FILE = /design/flow/constraint.sdc
export NUM_CORES = 4
export LEC_CHECK = 1
export CORE_UTILIZATION = 30

===== ./constraint.sdc =====
current_design MatMul_Tiled_FP16

set clk_period 7.4
set clk_io_pct 0.2

create_clock -name clk0 -period $clk_period [get_ports {clk}]

set non_clock_inputs [all_inputs -no_clocks]
set_input_delay [expr $clk_period * $clk_io_pct] -clock clk0 $non_clock_inputs
set_output_delay [expr $clk_period * $clk_io_pct] -clock clk0 [all_outputs]

==> run_results.csv <==
group,metric,value,unit
status,status,"complete, no violations",
yosys,synth_seq_share,0.5575,
routing,drtIter0Drc,38,
timing,rsz0062_at_grt,"false",
yosys,ys_warn_count,2,
power_and_ir_drop,switching_power,0.06197,mW
routing,antenna_cells,0,
timing,setup-tns-final,0,ns
timing,finalClockPeriodUsage,0.3717,
die,io_pins,34,
job,maxCapViolCount,0,
job,warnings,25,
clocking,cts-resized-gates,0,
setup_path,crit_chain,"clkdlybuf4s50_1",
die,fp_util,0.3210,
finish,regMostFlops,"cycle_count",
yosys,avgSynthCellArea,11.87,sq um
clocking,clk_pin_slew,0.06,ns
power_and_ir_drop,p_leak,0.8386,nW
clocking,cts_tree,"built",
clocking,cts_sinks,32,
die,dieArea,0.005069,sq mm
timing,setup_viol,0,
worst_hold_path,hp-class,"register to register",
power_and_ir_drop,seq_power_share,0.546,
timing,worstMarginPinSlew,0.5059,ns
global_routing,antenna_found_initial,0,
finish,utilization,0.4318,
finish,reg_top3,"cycle_count x32",
setup_path,cpPeakStageDelay,0.52,ns
die,die_y,71.20,microns
routing,drtPass1Iterations,24,
setup_path,reg2reg_to,"cycle_count[24]$_DFF_PP0_",
yosys,ys_cells,121,
power_and_ir_drop,power.share.clock,0.441,
timing,fmax,0.3636,GHz
setup_path,crit_path_end_kind,"primary output",
global_routing,grt_pass1_vias,1011,
setup_path,critPathBufInv,1,
finish,final_common_cell,"clkdlybuf4s50_1",
routing,wl_per_cell,13.17,microns
setup_path,path_max_fanout,6,
clocking,post_cts_buffers,0,
clocking,h-tree-depth,2,
timing,relSlewSlack,0.6615,
power_and_ir_drop,internal_power,0.2585,mW
power_and_ir_drop,pwr-share-comb,0.013,
yosys,edf_count,0,
yosys,ff_type,"dfrtp_1",
yosys,ys_area,0.001436,sq mm
setup_path,worstSetupPathType,"register to primary output",
setup_path,cp_top_family,"buffers and inverters",
setup_path,cpMaxStageDelayCell,"clkdlybuf4s50_1",
placed_design,portBuffers,33,
clocking,cts_buffers,5,
placed_design,place.detailed.hpwl,1942,microns
routing,vias,1044,
yosys,netlist_area,0.001436,sq mm
setup_path,start_kind,"register",
setup_path,rrSetupSlack,5.53,ns
clocking,cts_hold_buf,0,
timing,fin_worst_skew,0.004729,ns
yosys,syn_inst,121,
timing,hold_viol,0,
yosys,synth.distinct_cells,19,
routing,wl,2805,microns
worst_hold_path,worstHoldStart,"cycle_count[31]$_DFF_PP0_",
global_routing,overflow,0,
clocking,worstSkewPairLatency,0.28,ns
power_and_ir_drop,sw_frac_of_total,0.1934,
power_and_ir_drop,power_density,165.9,mW/mm^2
yosys,ys_async_sr_fraction,1.000,
global_routing,grt_pass1_wl,4788,microns
setup_path,arrival,1.27,ns
yosys,ys_seq_elements,32,
timing,period_needed,2.750,ns
die,coreArea,0.004474,sq mm
clocking,cts_root_buf,"clkbuf_8",
finish,drive_above_1_share,0.08075,
clocking,clock_path_buffers,2,
die,die_width,71.20,microns
routing,viasPerCell,4.901,
setup_path,rr_startpoint,"cycle_count[0]$_DFF_PP0_",
power_and_ir_drop,vdd_ir_drop_max,0.0001153,V
die,rows,24,
global_routing,grt.total_usage,0.1235,
worst_hold_path,min_path_cells,1,
setup_path,required,5.92,ns
worst_hold_path,hold_end,"cycle_count[31]$_DFF_PP0_",
placed_design,routabilityCongestion,0.8046,
finish,syn_to_final_growth,34.49,%
finish,mostFrequentLayoutCells,"33 x clkdlybuf4s50_1, 32 x dfrtp_1, 25 x xnor2_1, 13 x nand3_1, 13 x nand4_1",
finish,largest_reg_flops,32,
routing,route.detailed.drc,0,
setup_path,ff2ff_path_depth,5,
routing,antenna_left,0,
global_routing,grt_max_degree,33,
timing,final-max-slew-violation-count,0,
==> cells by family after synthesis <==
family / after synthesis / synth area share
XOR/XNOR: 30 / 0.1829
adder cells (fa/ha/maj): 1 / 0.008709
buffers and inverters: 4 / 0.01045
flip-flops: 32 / 0.5575
AND/OR/NAND/NOR: 54 / 0.2404
==> cell type report <==
class	instances	area, sq um
fillers	405	2542
flip-flops and latches	32	800.8
multi-input cells	85	620.6
repair buffers	34	337.8
clock buffers	7	96.34
well taps	52	65.06
inverters	3	11.26
==> per-layer routing <==
| metal | up-vias | GRT usage | routed length [microns] |
|---|---|---|---|
| li1 | 512 | - | - |
| met1 | 498 | 0.1942 | 1397 |
| met2 | 34 | 0.1778 | 1229 |
| met3 | 0 | 0.04046 | 177 |
| met4 | 0 | 0.01333 | 0 |
| met5 | - | 0 | 0 |
==> how the worst max path moves through the flow <==
| stage | from | endpoint | slack [ns] | cells past startpoint |
|---|---|---|---|---|
| after CTS | cycle_count[4]$_DFF_PP0_ | cycle_count[4] | 4.64 | 1 |
| after global routing | cycle_count[4]$_DFF_PP0_ | cycle_count[4] | 4.59 | 1 |
| final | cycle_count[4]$_DFF_PP0_ | cycle_count[4] | 4.65 | 1 |
==> metrics by stage <==
step | total power, mW | setup slack, ns | hold WS [ns] | std cells | instance area (sq um)
floorplan | 0.1808 | 5.229 | 0.4245 | 121 | 1436
global placement | 0.1826 | 4.971 | 0.4709 | 206 | 1836
detailed placement | 0.1827 | 4.948 | 0.4702 | 206 | 1836
CTS | 0.3258 | 4.643 | 0.4843 | 213 | 1932
global route | 0.3365 | 4.593 | 0.5051 | 213 | 1932
finish | 0.3205 | 4.650 | 0.4765 | 213 | 1932
==> power by group through the flow <==
stage     logic, mW  clock network [mW]  registers (mW)
6_report    0.00418               0.141           0.175
5_1_grt     0.00502               0.157           0.175
4_1_cts     0.00456               0.146           0.175
==> Yosys cell counts (3+ instances only) <==
cell      n  share of area
and3_1    4          0.017
and4_1    3          0.018
dfrtp_1  32           0.56
inv_1     3         0.0078
nand2_1   8          0.021
nand3_1  13          0.045
nand4_1  13          0.057
nor2_1    6          0.016
xnor2_1  25           0.15
xor2_1    5          0.030
Power figures rest on the tool's default switching activity, not on a simulated workload.
